--- flow/design.v ---
module alu(input wire [7:0] a, b,
           input wire [2:0] op,
           output wire [7:0] y,
           output wire zero);
reg [7:0] s;		   
always @(a, b, op)
begin
  case (op)              
    3'b000: s = a;
    3'b001: s = ~a;
    3'b010: s = a + b;
    3'b011: s = a - b;
    3'b100: s = a & b;
    3'b101: s = a | b;
    3'b110: s = -a;
    3'b111: s = -b;
	default: s = 'bx;  
  endcase
end
assign y = s;
assign zero = ~(|y);    
endmodule
--- flow/run.sh ---
#!/bin/bash
# OpenROAD 26Q1-2900-gdf79404cd8, Yosys 0.63+post, stock flow scripts
make -C /OpenROAD-flow-scripts/flow DESIGN_CONFIG=/design/flow/config.mk WORK_HOME=/design/flow/orfs finish
--- flow/config.mk ---
export PLATFORM = sky130hd
export DESIGN_NAME = alu
export DESIGN_NICKNAME = alu
export VERILOG_FILES = /design/flow/design.v
export SDC_FILE = /design/flow/constraint.sdc
export NUM_CORES = 4
export LEC_CHECK = 1
export CORE_AREA = 10 10 106 106
export DIE_AREA = 0 0 116 116
--- flow/constraint.sdc ---
current_design alu

set clk_period 4.7
set clk_io_pct 0.2

create_clock -name clk0 -period $clk_period

set non_clock_inputs [all_inputs -no_clocks]
set_input_delay [expr $clk_period * $clk_io_pct] -clock clk0 $non_clock_inputs
set_output_delay [expr $clk_period * $clk_io_pct] -clock clk0 [all_outputs]
==> impl_metrics.toml <==
# implementation run metrics
[drt]
avgRoutedWirePerCell_microns = 12.9
num_vias = 1534
wl_microns = 4560
ant_nets = 0
drtIter0Drc = 37
antenna_cells_inserted = 0
via_per_inst = 4.32
drc = 0
dr.pass1.iters = 5

[final_timing]
slew_violations = 0
period_minus_slack_ns = 4.55
fmax_mhz = 220
finalClockPeriodUsage = 0.969
worst_pin_slew_ns = 0.566
maxSlewHeadroom = 0.619
setup_violations = 0
hold_violations = 0

[global_route]
grt_first_pass_wirelength_microns = 7070
antenna_found_initial = 0
grt_pass1_vias = 1391
grt_usage = 0.0649
grt-ovfl-total = 0
grt_start_max_net_pins = 29

[hold_path]
hold_path_class = "in -> out"

[yosys]
xor_share = 0.140
top_cell = "nor2_1"
synth_seq_share = 0
syn_area_per_cell_sq_um = 6.82
ys_cells = 174
netlist_area_sq_mm = 0.00119
ys_sh_aoi = 0.329
synth.area.top_cells = "ha_1 (12%), xnor2_1 (8.1%), xor2_1 (5.9%)"
ys_sh_adder = 0.141
yosysWarnings = 1
synthCells = 174
synth_cell_type_count = 51
ys_sh_mux = 0.00949
synth.top_cells.by_count = "nor2_1 (18), ha_1 (11), inv_1 (11), xnor2_1 (11), a21oi_1 (10)"
top_area_frac = 0.116
ys_area_sq_mm = 0.00119
top_logic_kind = "AND-OR/OR-AND gates"
synth_top_cell_by_area = "ha_1"
ys_sh_simple = 0.290

[floorplan]
fp_util = 0.134
die_w_microns = 116
rows = 34
io_pins = 28
die_h_microns = 116
die_area_sq_mm = 0.0135
fp.coreArea_sq_mm = 0.00885

[power_and_ir_drop]
p_total_mw = 0.240
vdd_drop_max_mv = 0.0267
leakagePower_nw = 0.860
p_per_area_mw_per_mm2 = 118

[final_layout]
seq_cells = 0
clock_buffers = 0
seq_area_sq_um = 0
synthToLayoutAreaGrowth_pct = 71.2
n_fill_cell = 972
design_area_sq_mm = 0.00203
logic_area_sq_mm = 0.00115
drive_gt1_frac = 0.320

[job]
warnings = 34
drv_cap = 0

[placement]
hpwl_microns = 3750
postPlaceCellArea_sq_mm = 0.00189
routabilityCongestion = 0.902
portBuffers = 28

[critical_path]
crit_type = "in -> out"
crit_arrival_ns = 3.61
startpoint_type = "input pin"
crit_required_ns = 3.76
end_kind = "primary output"
crit_path_max_fanout = 4

[run_status]
outcome = "complete, no violations"

[clocking]
hold_buffers = 0
## worst max-delay path: stages
cell and delay [ns]:
dlygate4sd2_1 0.26, buf_6 0.13, or4_4 0.42, o21ai_2 0.15, xor2_1 0.18, ha_1 0.28, o21ai_1 0.15, nand2b_1 0.08
o41ai_2 0.05, buf_4 0.17, xnor2_2 0.10, o2bb2ai_2 0.13, buf_4 0.12, clkdlybuf4s50_1 0.45
## what timing repair did
action,4_1_cts,5_1_grt
pin swaps,11,13
setup buffers,7,3
resized,21,14
setup endpoints to repair,6,3
endpoints found under the hold margin,0,0
cloned,0,0
## report_power, final
group | total (mW) | leakage (nW) | internal [mW] | switching (mW)
combinational | 0.240 | 0.860 | 0.135 | 0.105
clock | 0 | 0 | 0 | 0
sequential | 0 | 0 | 0 | 0
## routing by layer
| layer | part of all wire | global-route usage | vias up |
|---|---|---|---|
| li1 | - | - | 793 |
| met1 | 0.44 | 0.0850 | 683 |
| met2 | 0.46 | 0.108 | 54 |
| met3 | 0.080 | 0.0162 | 4 |
| met4 | 0.015 | 0.00917 | 0 |
| met5 | 0 | 0 | - |
## metrics by stage
step           std cells  hold WS (ns)  setup WS [ns]  setup TNS (ns)   util
6_report             355          2.83          0.147               0  0.229
5_1_grt              355          2.93        -0.0138         -0.0148  0.229
4_1_cts              352          2.92         0.0153               0  0.224
3_5_place_dp         345          3.18         -0.415           -1.01  0.214
3_3_place_gp         345          3.18         -0.413          -0.970  0.214
2_1_floorplan        174          1.96          0.743               0      -
## layout make-up
type,instances,share of cell area
multi-input combinational,151,0.567
tap,108,0.0665
timing repair buffer,85,0.346
inverter,11,0.0203
## final timing paths
path / from / to / slack [ns] / cells after the start
min: op[1] / zero / 2.83 / 6
max: b[0] / y[7] / 0.15 / 14
## kinds of logic after synthesis
logic type / count (synthesis)
AND-OR/OR-AND: 56
XOR/XNOR: 19
adder cells (fa/ha/maj): 13
buffers and inverters: 23
multiplexers: 1
AND/OR/NAND/NOR: 62
## placed cells by master (no fill, tap or decap), types with 3 or more instances in the layout
| cell | count |
|---|---|
| xnor2_1 | 9 |
| nor2_2 | 3 |
| nand2_1 | 9 |
| a21oi_1 | 9 |
| o21ai_0 | 4 |
| o21ai_1 | 4 |
| dlygate4sd2_1 | 5 |
| o31ai_1 | 3 |
| a21o_1 | 3 |
| clkdlybuf4s50_1 | 20 |
| nor3_1 | 3 |
| xor2_1 | 8 |
| buf_6 | 3 |
| nor4_1 | 4 |
| or3_1 | 3 |
| inv_1 | 9 |
| a31oi_1 | 3 |
| a211oi_1 | 6 |
| ha_1 | 10 |
| nor2_1 | 15 |
| buf_4 | 54 |
| nand2b_1 | 7 |
| nand3_1 | 3 |
Power figures rest on the tool's default switching activity, not on a simulated workload.
